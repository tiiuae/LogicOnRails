==> /design/flow/constraint.sdc <==
current_design dual_port_mem

set clk_period 4.2
set clk_io_pct 0.2

create_clock -name clk0 -period $clk_period [get_ports {i_rd_clk}]
create_clock -name clk1 -period $clk_period [get_ports {i_wr_clk}]

set non_clock_inputs [all_inputs -no_clocks]
set_input_delay [expr $clk_period * $clk_io_pct] -clock clk0 $non_clock_inputs
set_output_delay [expr $clk_period * $clk_io_pct] -clock clk0 [all_outputs]
==> /design/flow/design.v <==
interface APB_iface 
#( 
    parameter ADDR_WIDTH = 16,
    parameter DATA_WIDTH = 64
)
(
    input logic i_clk,
    input logic i_rst_n
);
logic                  if_pclk;
logic                  if_prst_n;
logic [ADDR_WIDTH-1:0] if_paddr;
logic                  if_penable;
logic                  if_psel;
logic                  if_pwrite;
logic [DATA_WIDTH-1:0] if_pwdata;
logic [DATA_WIDTH-1:0] if_prdata;
logic                  if_pready;
logic                  if_pslverr;
modport master (
    output if_pclk,
    output if_prst_n,
    output if_paddr,
    output if_psel,
    output if_penable,
    output if_pwrite,
    output if_pwdata,
    input  if_prdata,
    input  if_pready,
    input  if_pslverr
);
modport slave (
    input  if_pclk,
    input  if_prst_n,
    input  if_paddr,
    input  if_psel,
    input  if_penable,
    input  if_pwrite,
    input  if_pwdata,
    output if_prdata,
    output if_pready,
    output if_pslverr
);
endinterface
interface AXI4_iface 
#( 
    parameter ADDR_WIDTH = 16,
    parameter DATA_WIDTH = 64,
    parameter ID_WIDTH   = 4
)
(
    input logic i_clk,
    input logic i_rst_n
);
logic [1:0]              if_arburst; 
logic [7:0]              if_arlen;  
logic [2:0]              if_arsize; 
logic [ADDR_WIDTH-1:0]   if_araddr;
logic [2:0]              if_arprot;
logic                    if_arvalid;
logic                    if_arready;
logic [ID_WIDTH-1:0]     if_arid;
logic [DATA_WIDTH-1:0]   if_rdata;
logic [1:0]              if_rresp;
logic                    if_rlast; 
logic                    if_rvalid;
logic                    if_rready; 
logic [ID_WIDTH-1:0]     if_rid;
logic [1:0]              if_awburst;
logic [7:0]              if_awlen;  
logic [2:0]              if_awsize; 
logic [ADDR_WIDTH-1:0]   if_awaddr;
logic [2:0]              if_awprot;
logic                    if_awvalid;
logic                    if_awready;
logic [ID_WIDTH-1:0]     if_awid;
logic [DATA_WIDTH-1:0]   if_wdata;
logic [DATA_WIDTH/8-1:0] if_wstrb;
logic                    if_wlast;
logic                    if_wvalid;
logic                    if_wready; 
logic [1:0]              if_bresp;
logic                    if_bvalid;
logic                    if_bready;
logic [ID_WIDTH-1:0]     if_bid;
modport master (
    output if_arburst,
    output if_arlen,
    output if_arsize,    
    output if_araddr,
    output if_arprot,
    output if_arvalid,
    output if_arid,
    input  if_arready,  
    input  if_rdata,
    input  if_rresp,
    input  if_rvalid,
    input  if_rlast,
    input  if_rid,
    output if_rready, 
    output if_awburst,
    output if_awlen,
    output if_awsize,
    output if_awaddr,
    output if_awprot,
    output if_awvalid,
    output if_awid,
    input  if_awready,
    output if_wdata,
    output if_wstrb,
    output if_wvalid,
    output if_wlast,
    input  if_wready,
    input  if_bresp,
    input  if_bvalid,
    input  if_bid,
    output if_bready
);
modport slave (
    input  if_arburst,
    input  if_arlen,
    input  if_arsize,     
    input  if_araddr,
    input  if_arprot,
    input  if_arvalid,
    input  if_arid,
    output if_arready,  
    output if_rdata,
    output if_rresp,
    output if_rvalid,
    output if_rlast,
    output if_rid,
    input  if_rready, 
    input  if_awburst,
    input  if_awlen,
    input  if_awsize,
    input  if_awaddr,
    input  if_awprot,
    input  if_awvalid,
    input  if_awid,
    output if_awready,
    input  if_wdata,
    input  if_wstrb,
    input  if_wvalid,
    input  if_wlast,
    output if_wready,
    output if_bresp,
    output if_bvalid,
    output if_bid,
    input  if_bready
);
endinterface
interface AXI4opt_iface 
#( 
    parameter ADDR_WIDTH = 16,
    parameter DATA_WIDTH = 64,
    parameter ID_WIDTH   = 4,
    parameter USER_WIDTH = 8
)
(
    input logic i_clk,
    input logic i_rst_n
);
logic [1:0]              if_arburst; 
logic [7:0]              if_arlen;  
logic [2:0]              if_arsize; 
logic [ADDR_WIDTH-1:0]   if_araddr;
logic                    if_arvalid;
logic                    if_arready;
logic [ID_WIDTH-1:0]     if_arid;
logic [USER_WIDTH-1:0]   if_aruser;
logic [1:0]              if_arlock;
logic [3:0]              if_arcache;
logic [2:0]              if_arprot;
logic [3:0]              if_arqos;
logic [3:0]              if_arregion;
logic [DATA_WIDTH-1:0]   if_rdata;
logic [1:0]              if_rresp;
logic                    if_rlast; 
logic                    if_rvalid;
logic                    if_rready; 
logic [USER_WIDTH-1:0]   if_ruser;
logic [ID_WIDTH-1:0]     if_rid;
logic [1:0]              if_awburst;
logic [7:0]              if_awlen;  
logic [2:0]              if_awsize; 
logic [ADDR_WIDTH-1:0]   if_awaddr;
logic                    if_awvalid;
logic                    if_awready;
logic [ID_WIDTH-1:0]     if_awid;
logic [USER_WIDTH-1:0]   if_awuser;
logic [1:0]              if_awlock;
logic [3:0]              if_awcache;
logic [2:0]              if_awprot;
logic [3:0]              if_awqos;
logic [3:0]              if_awregion;
logic [DATA_WIDTH-1:0]   if_wdata;
logic [DATA_WIDTH/8-1:0] if_wstrb;
logic [USER_WIDTH-1:0]   if_wuser;
logic                    if_wlast;
logic                    if_wvalid;
logic                    if_wready; 
logic [1:0]              if_bresp;
logic                    if_bvalid;
logic                    if_bready;
logic [USER_WIDTH-1:0]   if_buser;
logic [ID_WIDTH-1:0]     if_bid;
modport master (
    output if_arburst,
    output if_arlen,
    output if_arsize,    
    output if_araddr,
    output if_arvalid,
    output if_arid,
    output if_arlock,
    output if_arcache,
    output if_arprot,
    output if_arqos,
    output if_arregion,
    output if_aruser,
    input  if_arready,  
    input  if_rdata,
    input  if_rresp,
    input  if_rvalid,
    input  if_rlast,
    input  if_rid,
    input  if_ruser,
    output if_rready, 
    output if_awburst,
    output if_awlen,
    output if_awsize,
    output if_awaddr,
    output if_awvalid,
    output if_awid,
    output if_awlock,
    output if_awcache,
    output if_awprot,
    output if_awqos,
    output if_awregion,
    output if_awuser,    
    input  if_awready,
    output if_wdata,
    output if_wstrb,
    output if_wvalid,
    output if_wlast,
    output if_wuser,    
    input  if_wready,
    input  if_bresp,
    input  if_bvalid,
    input  if_bid,
    input  if_buser,
    output if_bready
);
modport slave (
    input  if_arburst,
    input  if_arlen,
    input  if_arsize,     
    input  if_araddr,
    input  if_arvalid,
    input  if_arid,
    input  if_arlock,
    input  if_arcache,
    input  if_arprot,
    input  if_arqos,
    input  if_arregion,
    input  if_aruser,        
    output if_arready,  
    output if_rdata,
    output if_rresp,
    output if_rvalid,
    output if_rlast,
    output if_rid,
    output if_ruser,
    input  if_rready, 
    input  if_awburst,
    input  if_awlen,
    input  if_awsize,
    input  if_awaddr,
    input  if_awvalid,
    input  if_awid,
    input  if_awlock,
    input  if_awcache,
    input  if_awprot,
    input  if_awqos,
    input  if_awregion,
    input  if_awuser,    
    output if_awready,
    input  if_wdata,
    input  if_wstrb,
    input  if_wvalid,
    input  if_wlast,
    input  if_wuser,
    output if_wready,
    output if_bresp,
    output if_bvalid,
    output if_bid,
    output if_buser,
    input  if_bready
);
endinterface
interface AXI_Lite_iface 
#( 
    parameter ADDR_WIDTH = 16,
    parameter DATA_WIDTH = 64
)
(
    input logic i_clk,
    input logic i_rst_n
);
logic [ADDR_WIDTH-1:0]   if_araddr;
logic [2:0]              if_arprot;
logic                    if_arvalid;
logic                    if_arready;
logic [DATA_WIDTH-1:0]   if_rdata;
logic [1:0]              if_rresp;
logic                    if_rvalid;
logic                    if_rready; 
logic [ADDR_WIDTH-1:0]   if_awaddr;
logic [2:0]              if_awprot;
logic                    if_awvalid;
logic                    if_awready;
logic [DATA_WIDTH-1:0]   if_wdata;
logic [DATA_WIDTH/8-1:0] if_wstrb;
logic                    if_wvalid;
logic                    if_wready; 
logic [1:0]              if_bresp;
logic                    if_bvalid;
logic                    if_bready;
modport master (
    output if_arvalid,
    output if_araddr,
    output if_arprot,
    input  if_arready,  
    output if_awaddr,
    output if_awprot,
    output if_awvalid,
    input  if_awready,
    input  if_rdata,
    input  if_rresp,
    input  if_rvalid,
    output if_rready, 
    output if_wdata,
    output if_wstrb,
    output if_wvalid,
    input  if_wready,
    input  if_bresp,
    input  if_bvalid,
    output if_bready
);
modport slave (
    input  if_araddr,
    input  if_arprot,
    input  if_arvalid,
    output if_arready,  
    input  if_awaddr,
    input  if_awprot,
    input  if_awvalid,
    output if_awready,
    output if_rdata,
    output if_rresp,
    output if_rvalid,
    input  if_rready, 
    input  if_wdata,
    input  if_wstrb,
    input  if_wvalid,
    output if_wready,
    output if_bresp,
    output if_bvalid,
    input  if_bready
);
endinterface
interface avalonMM_iface 
#(
    parameter DATA_WIDTH = 512,
    parameter ADDR_WIDTH = 22,
    parameter BYTEEN_WIDTH = DATA_WIDTH/8,
    parameter BURST_WIDTH = 4, 
    parameter WAIT_REQ_ALLOWANCE = 16
)
(
    input logic i_clk
);
    logic                    if_wr;
    logic                    if_rd;
    logic                    if_rddata_vld;
    logic                    if_waitreq;
    logic [ADDR_WIDTH-1:0]   if_addr;
    logic [DATA_WIDTH-1:0]   if_wrdata;
    logic [DATA_WIDTH-1:0]   if_rddata;
    logic [BYTEEN_WIDTH-1:0] if_byteen;
    logic [BURST_WIDTH-1:0]  if_burst_c;
modport master (
    output if_wr,
    output if_rd,
    output if_addr,
    output if_wrdata,
    output if_byteen,
    output if_burst_c,
    input  if_waitreq,
    input  if_rddata,
    input  if_rddata_vld
);
modport slave (
    input  if_wr,
    input  if_rd,
    input  if_addr,
    input  if_wrdata,
    input  if_byteen,
    input  if_burst_c,
    output if_waitreq,
    output if_rddata,
    output if_rddata_vld
);
endinterface
interface avalonST_iface 
#(
    parameter DATA_WIDTH = 512
)
(
    input logic i_clk
);
    logic                  if_rdy;
    logic                  if_vld;
    logic [DATA_WIDTH-1:0] if_data;
modport source (
    output if_vld,
    output if_data,
    input  if_rdy
);
modport sink (
    input  if_vld,
    input  if_data,
    output if_rdy
);
endinterface
interface avalonST_pkt_iface 
#(
    parameter DATA_WIDTH = 512
)
();
    logic                  if_rdy;
    logic                  if_vld;
    logic [DATA_WIDTH-1:0] if_data;
    logic                  if_sof;
    logic                  if_eof;
modport source (
    output if_vld,
    output if_data,
    output if_sof,
    output if_eof,
    input  if_rdy
);
modport sink (
    input  if_vld,
    input  if_data,
    input  if_sof,
    input  if_eof,
    output if_rdy
);
endinterface
interface SPI_iface ();
logic if_ss;
logic if_sclk;
logic if_sdi;
logic if_sdo;
modport master (
   output if_ss,
   output if_sclk,
   output if_sdi,
   input  if_sdo
);
modport slave (
   input  if_ss,
   input  if_sclk,
   input  if_sdi,
   output if_sdo
);
endinterface
interface zynq_i2c_iface ();
logic if_sda_i;
logic if_sda_o;
logic if_sda_t;
logic if_scl_i;
logic if_scl_o;
logic if_scl_t;
modport master (
   output if_sda_t,
   output if_sda_o,
   input  if_sda_i,
   output if_scl_t,
   output if_scl_o,
   input  if_scl_i
);
modport slave (
   input  if_sda_t,
   input  if_sda_o,
   output if_sda_i,
   input  if_scl_t,
   input  if_scl_o,
   output if_scl_i   
);
endinterface
`timescale 1ns/1ps  
package io_pkg;
endpackage
module dual_port_mem
#(
    parameter DATA_WIDTH=8, 
    parameter ADDR_WIDTH=6
)
(
    input  logic                  i_wr_clk,
    input  logic                  i_rd_clk,
    input  logic                  i_wr,
    input  logic                  i_rd,
    input  logic [ADDR_WIDTH-1:0] i_addr_rd, 
    input  logic [ADDR_WIDTH-1:0] i_addr_wr,    
    input  logic [DATA_WIDTH-1:0] i_wrdata,
    output logic [DATA_WIDTH-1:0] o_rddata
);
logic [DATA_WIDTH-1:0] a_ram [2**ADDR_WIDTH-1:0];
logic [DATA_WIDTH-1:0] r_rddata;
always_ff @ (posedge i_wr_clk)
begin
    if (i_wr == 1'b1) begin
        a_ram[i_addr_wr] <= i_wrdata;
    end
end
always_ff @ (posedge i_rd_clk)
begin
    if (i_rd == 1'b1) begin
        r_rddata <= a_ram[i_addr_rd];
    end
end
assign o_rddata = r_rddata;
endmodule
==> /design/flow/config.mk <==
export PLATFORM = sky130hd
export DESIGN_NAME = dual_port_mem
export DESIGN_NICKNAME = dual_port_mem
export VERILOG_FILES = /design/flow/design.v
export SDC_FILE = /design/flow/constraint.sdc
export NUM_CORES = 4
export LEC_CHECK = 1
export CORE_UTILIZATION = 30
==> /design/flow/run.sh <==
#!/bin/bash
# OpenROAD 26Q1-2900-gdf79404cd8, Yosys 0.63+post, stock flow scripts
make -C /OpenROAD-flow-scripts/flow DESIGN_CONFIG=/design/flow/config.mk WORK_HOME=/design/flow/orfs finish
==> run summary <==
run results: status completed, final hold vios 0, total negative slack 0 ps, vias in the first global route 10639, hold-critical path depth 1, Synth Instances around 940, Hold Buf Count CTS 0, drt first pass iters 5, Post-Synth Simple-Gate Area 0.0337, Seq share, synth 0.771, switching share of power 0.206, fp util 0.306, cell row count 94, P_int 8.58 mW, crit end category flip-flop, first-pass GRT wire length roughly 69000 um, # setup viols final 0, most common cell in the netlist edfxtp_1, Area growth syn-to-layout 16.7%, Top FF cell, synth edfxtp_1, Cell Area, Synth just over 0.02 sq mm, Pwr Density 457 mW/mm^2, number of I/O pins 32, core footprint 0.0662 sq mm, min-delay src i_wrdata[0], Setup WS pre-CTS 719 ps, Slew Viols, Final 0, CTS tree done, max_cap viols 0, yosys stat area 0.0202 sq mm, Fin Hold WS 757 ps, FF-to-FF End r_rddata[4], top comb family, area multiplexers, ANT nets after route 0, layout cell share with drive strength beyond 1 0.280, post-CTS sizing 0, adder share 0, Max Fanout on Critical Path 42, Reg2Reg Setup Slack roughly 1600 ps, PortBufs 30, Synth cell types 39, relative slew slack 0.363, TritonCTS Sinks 520, Hold Path Class in2reg, VDD IR max ~320 uV, Crit-path slowest cell mux4_2, sequential share of power 0.535, Clk network pwr share 0.415, initial drt markers approximately 620, gr ovfl total 0, yosys stat cell total roughly 940, initial antenna violation count 3, placed insts 1870, Syn Area/Cell about 22 sq um, die area 0.0685 sq mm, critical path class in2reg, clock-pin transition on the worst setup and hold timing paths 60 ps, biggest area cells edfxtp_1 (77%), mux4_2 (14%), nor2_1 (1.5%), Slew @ Worst Pin 953 ps, ao+oa area frac 0.0206, RSZ-0062 raised after global routing no, CP Data Required Time 4150 ps, Total GRT Usage 0.150, area share of the largest cell type after synthesis 0.771, routed length per placed instance 23.8 um, WL final 46700 um, via-per-instance ratio 4.98, ys flops ~520, P_leak 7.36 nW, xor/xnor share 0, hpwl dp 28800 um, Synth async-reset ratio 0, startpoint types input pin, Post-Layout Cell Count 1967, Die Wd 262 um, Final Cell Area 0.0236 sq mm, EDFF count, synth roughly 520, Post-CTS Setup Bufs 0, Die Ht 262 um, area leader, netlist edfxtp_1, CP Data Arrival Time a little over 3000 ps, Mux area share 0.159, reg2reg start a_ram[29][4], tool warnings 26, Combinational Power Share 0.050, total number of vias 9786, CP max stage delay 600 ps, path depth of the worst reg2reg path 5, YS warnings 1, Cell Area, Placed 0.0220 sq mm, largest net degree at the start of global routing 65, CP startpoint i_addr_rd[0], Final GP Congestion 0.863, # diodes 0, worst setup margin 1040 ps, hold path endpoint a_ram[47][0], crit-path cells clkbuf_8 -> mux4_2 -> mux2_2 -> o221a_2 -> nor3_1 -> o32ai_1, top cells by count, synth edfxtp_1 (520), mux4_2 (126), nor2_1 (83), mux2i_1 (23), nand2_1 (19), Post-route DRC 0, Psw 2.22 mW
==> state kept, by name (all words and copies together), names as in the netlist <==
signal    count
a_ram       512
r_rddata      8
==> kinds of logic after synthesis <==
kind of cell	after synthesis
simple gates	153
mux	162
flops	520
compound gates	54
buf+inv	51
==> through the flow <==
stage	utilization	power, mW
after detailed placement	0.332	6.44
after CTS	0.357	10.9
after global routing	0.357	11.1
after global placement	0.332	6.43
final	0.357	10.8
after floorplan	-	6.18
==> critical path, delay by kind of cell <==
family,cells,cell delay (ps)
compound gates,2,430
buf+inv,1,420
mux,2,900
simple gates,1,440
==> power by group through the flow <==
stage / Clock [mW] / Sequential (mW) / Combinational [mW]
finish: 4.48 / 5.77 / 0.545
global route: 4.77 / 5.77 / 0.593
CTS: 4.58 / 5.77 / 0.557
==> how the worst max path moves through the flow <==
stage                 slack (ps)     endpoint
after CTS                   1010  r_rddata[4]
after global routing         970  r_rddata[5]
final                       1040  r_rddata[4]
==> routing by layer <==
metal	track usage	up-vias	part of all wire
li1	-	4185	-
met1	0.190	4997	0.36
met2	0.225	506	0.47
met3	0.0963	90	0.14
met4	0.0308	8	0.026
met5	0.0125	-	0.0025
==> layout by cell type, fill, tap and decap left out, types with 3 or more instances in the layout <==
cell and instances:
a211oi_1 4, a21oi_1 3, a221oi_1 6, a22oi_1 3, buf_12 4, buf_2 9
buf_4 85, bufinv_16 3, clkbuf_1 12, clkbuf_16 56, clkdlybuf4s50_1 18, clkinv_1 16
clkinv_2 5, edfxtp_1 520, mux2_2 13, mux2i_1 23, mux4_2 126, nand2_1 19
nand2b_1 7, nand3_1 13, nand3b_1 3, nor2_1 83, nor2b_1 14, nor3_1 7
o2111ai_1 3, o221ai_1 8, o22ai_1 8, o2bb2ai_1 3
==> area by class of cell <==
type / count / area, sq um
flip-flops and latches: 520 / 15600
repair buffers: 117 / 957
clock inverters: 29 / 216
multi-input cells: 369 / 4320
fillers: 5980 / 42600
well taps: 864 / 1080
clock buffers: 68 / 1450
Power is estimated from default activity; no workload was simulated.
