===== design/flow/run.sh =====
#!/bin/bash
# OpenROAD 26Q1-2900-gdf79404cd8, Yosys 0.63+post, stock flow scripts
make -C /OpenROAD-flow-scripts/flow DESIGN_CONFIG=/design/flow/config.mk WORK_HOME=/design/flow/orfs finish

===== design/flow/design.v =====
interface APB_iface 
#( 
    parameter ADDR_WIDTH = 16,
    parameter DATA_WIDTH = 64
)
(
    input logic i_clk,
    input logic i_rst_n
);
logic                  if_pclk;
logic                  if_prst_n;
logic [ADDR_WIDTH-1:0] if_paddr;
logic                  if_penable;
logic                  if_psel;
logic                  if_pwrite;
logic [DATA_WIDTH-1:0] if_pwdata;
logic [DATA_WIDTH-1:0] if_prdata;
logic                  if_pready;
logic                  if_pslverr;
modport master (
    output if_pclk,
    output if_prst_n,
    output if_paddr,
    output if_psel,
    output if_penable,
    output if_pwrite,
    output if_pwdata,
    input  if_prdata,
    input  if_pready,
    input  if_pslverr
);
modport slave (
    input  if_pclk,
    input  if_prst_n,
    input  if_paddr,
    input  if_psel,
    input  if_penable,
    input  if_pwrite,
    input  if_pwdata,
    output if_prdata,
    output if_pready,
    output if_pslverr
);
endinterface
interface AXI4_iface 
#( 
    parameter ADDR_WIDTH = 16,
    parameter DATA_WIDTH = 64,
    parameter ID_WIDTH   = 4
)
(
    input logic i_clk,
    input logic i_rst_n
);
logic [1:0]              if_arburst; 
logic [7:0]              if_arlen;  
logic [2:0]              if_arsize; 
logic [ADDR_WIDTH-1:0]   if_araddr;
logic [2:0]              if_arprot;
logic                    if_arvalid;
logic                    if_arready;
logic [ID_WIDTH-1:0]     if_arid;
logic [DATA_WIDTH-1:0]   if_rdata;
logic [1:0]              if_rresp;
logic                    if_rlast; 
logic                    if_rvalid;
logic                    if_rready; 
logic [ID_WIDTH-1:0]     if_rid;
logic [1:0]              if_awburst;
logic [7:0]              if_awlen;  
logic [2:0]              if_awsize; 
logic [ADDR_WIDTH-1:0]   if_awaddr;
logic [2:0]              if_awprot;
logic                    if_awvalid;
logic                    if_awready;
logic [ID_WIDTH-1:0]     if_awid;
logic [DATA_WIDTH-1:0]   if_wdata;
logic [DATA_WIDTH/8-1:0] if_wstrb;
logic                    if_wlast;
logic                    if_wvalid;
logic                    if_wready; 
logic [1:0]              if_bresp;
logic                    if_bvalid;
logic                    if_bready;
logic [ID_WIDTH-1:0]     if_bid;
modport master (
    output if_arburst,
    output if_arlen,
    output if_arsize,    
    output if_araddr,
    output if_arprot,
    output if_arvalid,
    output if_arid,
    input  if_arready,  
    input  if_rdata,
    input  if_rresp,
    input  if_rvalid,
    input  if_rlast,
    input  if_rid,
    output if_rready, 
    output if_awburst,
    output if_awlen,
    output if_awsize,
    output if_awaddr,
    output if_awprot,
    output if_awvalid,
    output if_awid,
    input  if_awready,
    output if_wdata,
    output if_wstrb,
    output if_wvalid,
    output if_wlast,
    input  if_wready,
    input  if_bresp,
    input  if_bvalid,
    input  if_bid,
    output if_bready
);
modport slave (
    input  if_arburst,
    input  if_arlen,
    input  if_arsize,     
    input  if_araddr,
    input  if_arprot,
    input  if_arvalid,
    input  if_arid,
    output if_arready,  
    output if_rdata,
    output if_rresp,
    output if_rvalid,
    output if_rlast,
    output if_rid,
    input  if_rready, 
    input  if_awburst,
    input  if_awlen,
    input  if_awsize,
    input  if_awaddr,
    input  if_awprot,
    input  if_awvalid,
    input  if_awid,
    output if_awready,
    input  if_wdata,
    input  if_wstrb,
    input  if_wvalid,
    input  if_wlast,
    output if_wready,
    output if_bresp,
    output if_bvalid,
    output if_bid,
    input  if_bready
);
endinterface
interface AXI4opt_iface 
#( 
    parameter ADDR_WIDTH = 16,
    parameter DATA_WIDTH = 64,
    parameter ID_WIDTH   = 4,
    parameter USER_WIDTH = 8
)
(
    input logic i_clk,
    input logic i_rst_n
);
logic [1:0]              if_arburst; 
logic [7:0]              if_arlen;  
logic [2:0]              if_arsize; 
logic [ADDR_WIDTH-1:0]   if_araddr;
logic                    if_arvalid;
logic                    if_arready;
logic [ID_WIDTH-1:0]     if_arid;
logic [USER_WIDTH-1:0]   if_aruser;
logic [1:0]              if_arlock;
logic [3:0]              if_arcache;
logic [2:0]              if_arprot;
logic [3:0]              if_arqos;
logic [3:0]              if_arregion;
logic [DATA_WIDTH-1:0]   if_rdata;
logic [1:0]              if_rresp;
logic                    if_rlast; 
logic                    if_rvalid;
logic                    if_rready; 
logic [USER_WIDTH-1:0]   if_ruser;
logic [ID_WIDTH-1:0]     if_rid;
logic [1:0]              if_awburst;
logic [7:0]              if_awlen;  
logic [2:0]              if_awsize; 
logic [ADDR_WIDTH-1:0]   if_awaddr;
logic                    if_awvalid;
logic                    if_awready;
logic [ID_WIDTH-1:0]     if_awid;
logic [USER_WIDTH-1:0]   if_awuser;
logic [1:0]              if_awlock;
logic [3:0]              if_awcache;
logic [2:0]              if_awprot;
logic [3:0]              if_awqos;
logic [3:0]              if_awregion;
logic [DATA_WIDTH-1:0]   if_wdata;
logic [DATA_WIDTH/8-1:0] if_wstrb;
logic [USER_WIDTH-1:0]   if_wuser;
logic                    if_wlast;
logic                    if_wvalid;
logic                    if_wready; 
logic [1:0]              if_bresp;
logic                    if_bvalid;
logic                    if_bready;
logic [USER_WIDTH-1:0]   if_buser;
logic [ID_WIDTH-1:0]     if_bid;
modport master (
    output if_arburst,
    output if_arlen,
    output if_arsize,    
    output if_araddr,
    output if_arvalid,
    output if_arid,
    output if_arlock,
    output if_arcache,
    output if_arprot,
    output if_arqos,
    output if_arregion,
    output if_aruser,
    input  if_arready,  
    input  if_rdata,
    input  if_rresp,
    input  if_rvalid,
    input  if_rlast,
    input  if_rid,
    input  if_ruser,
    output if_rready, 
    output if_awburst,
    output if_awlen,
    output if_awsize,
    output if_awaddr,
    output if_awvalid,
    output if_awid,
    output if_awlock,
    output if_awcache,
    output if_awprot,
    output if_awqos,
    output if_awregion,
    output if_awuser,    
    input  if_awready,
    output if_wdata,
    output if_wstrb,
    output if_wvalid,
    output if_wlast,
    output if_wuser,    
    input  if_wready,
    input  if_bresp,
    input  if_bvalid,
    input  if_bid,
    input  if_buser,
    output if_bready
);
modport slave (
    input  if_arburst,
    input  if_arlen,
    input  if_arsize,     
    input  if_araddr,
    input  if_arvalid,
    input  if_arid,
    input  if_arlock,
    input  if_arcache,
    input  if_arprot,
    input  if_arqos,
    input  if_arregion,
    input  if_aruser,        
    output if_arready,  
    output if_rdata,
    output if_rresp,
    output if_rvalid,
    output if_rlast,
    output if_rid,
    output if_ruser,
    input  if_rready, 
    input  if_awburst,
    input  if_awlen,
    input  if_awsize,
    input  if_awaddr,
    input  if_awvalid,
    input  if_awid,
    input  if_awlock,
    input  if_awcache,
    input  if_awprot,
    input  if_awqos,
    input  if_awregion,
    input  if_awuser,    
    output if_awready,
    input  if_wdata,
    input  if_wstrb,
    input  if_wvalid,
    input  if_wlast,
    input  if_wuser,
    output if_wready,
    output if_bresp,
    output if_bvalid,
    output if_bid,
    output if_buser,
    input  if_bready
);
endinterface
interface AXI_Lite_iface 
#( 
    parameter ADDR_WIDTH = 16,
    parameter DATA_WIDTH = 64
)
(
    input logic i_clk,
    input logic i_rst_n
);
logic [ADDR_WIDTH-1:0]   if_araddr;
logic [2:0]              if_arprot;
logic                    if_arvalid;
logic                    if_arready;
logic [DATA_WIDTH-1:0]   if_rdata;
logic [1:0]              if_rresp;
logic                    if_rvalid;
logic                    if_rready; 
logic [ADDR_WIDTH-1:0]   if_awaddr;
logic [2:0]              if_awprot;
logic                    if_awvalid;
logic                    if_awready;
logic [DATA_WIDTH-1:0]   if_wdata;
logic [DATA_WIDTH/8-1:0] if_wstrb;
logic                    if_wvalid;
logic                    if_wready; 
logic [1:0]              if_bresp;
logic                    if_bvalid;
logic                    if_bready;
modport master (
    output if_arvalid,
    output if_araddr,
    output if_arprot,
    input  if_arready,  
    output if_awaddr,
    output if_awprot,
    output if_awvalid,
    input  if_awready,
    input  if_rdata,
    input  if_rresp,
    input  if_rvalid,
    output if_rready, 
    output if_wdata,
    output if_wstrb,
    output if_wvalid,
    input  if_wready,
    input  if_bresp,
    input  if_bvalid,
    output if_bready
);
modport slave (
    input  if_araddr,
    input  if_arprot,
    input  if_arvalid,
    output if_arready,  
    input  if_awaddr,
    input  if_awprot,
    input  if_awvalid,
    output if_awready,
    output if_rdata,
    output if_rresp,
    output if_rvalid,
    input  if_rready, 
    input  if_wdata,
    input  if_wstrb,
    input  if_wvalid,
    output if_wready,
    output if_bresp,
    output if_bvalid,
    input  if_bready
);
endinterface
interface avalonMM_iface 
#(
    parameter DATA_WIDTH = 512,
    parameter ADDR_WIDTH = 22,
    parameter BYTEEN_WIDTH = DATA_WIDTH/8,
    parameter BURST_WIDTH = 4, 
    parameter WAIT_REQ_ALLOWANCE = 16
)
(
    input logic i_clk
);
    logic                    if_wr;
    logic                    if_rd;
    logic                    if_rddata_vld;
    logic                    if_waitreq;
    logic [ADDR_WIDTH-1:0]   if_addr;
    logic [DATA_WIDTH-1:0]   if_wrdata;
    logic [DATA_WIDTH-1:0]   if_rddata;
    logic [BYTEEN_WIDTH-1:0] if_byteen;
    logic [BURST_WIDTH-1:0]  if_burst_c;
modport master (
    output if_wr,
    output if_rd,
    output if_addr,
    output if_wrdata,
    output if_byteen,
    output if_burst_c,
    input  if_waitreq,
    input  if_rddata,
    input  if_rddata_vld
);
modport slave (
    input  if_wr,
    input  if_rd,
    input  if_addr,
    input  if_wrdata,
    input  if_byteen,
    input  if_burst_c,
    output if_waitreq,
    output if_rddata,
    output if_rddata_vld
);
endinterface
interface avalonST_iface 
#(
    parameter DATA_WIDTH = 512
)
(
    input logic i_clk
);
    logic                  if_rdy;
    logic                  if_vld;
    logic [DATA_WIDTH-1:0] if_data;
modport source (
    output if_vld,
    output if_data,
    input  if_rdy
);
modport sink (
    input  if_vld,
    input  if_data,
    output if_rdy
);
endinterface
interface avalonST_pkt_iface 
#(
    parameter DATA_WIDTH = 512
)
();
    logic                  if_rdy;
    logic                  if_vld;
    logic [DATA_WIDTH-1:0] if_data;
    logic                  if_sof;
    logic                  if_eof;
modport source (
    output if_vld,
    output if_data,
    output if_sof,
    output if_eof,
    input  if_rdy
);
modport sink (
    input  if_vld,
    input  if_data,
    input  if_sof,
    input  if_eof,
    output if_rdy
);
endinterface
interface SPI_iface ();
logic if_ss;
logic if_sclk;
logic if_sdi;
logic if_sdo;
modport master (
   output if_ss,
   output if_sclk,
   output if_sdi,
   input  if_sdo
);
modport slave (
   input  if_ss,
   input  if_sclk,
   input  if_sdi,
   output if_sdo
);
endinterface
interface zynq_i2c_iface ();
logic if_sda_i;
logic if_sda_o;
logic if_sda_t;
logic if_scl_i;
logic if_scl_o;
logic if_scl_t;
modport master (
   output if_sda_t,
   output if_sda_o,
   input  if_sda_i,
   output if_scl_t,
   output if_scl_o,
   input  if_scl_i
);
modport slave (
   input  if_sda_t,
   input  if_sda_o,
   output if_sda_i,
   input  if_scl_t,
   input  if_scl_o,
   output if_scl_i   
);
endinterface
`timescale 1ns/1ps  
package io_pkg;
endpackage
module time_out 
#(
    parameter STAGES = 2,
    parameter WIDTH  = 8    
)(
    input  logic i_clk,
    input  logic i_rst_n,
    input  logic i_clear,
    output logic o_timeout
);
logic [WIDTH-1:0] a_stages [0:STAGES-1];
always_ff @(posedge i_clk or negedge i_rst_n)
begin
    if (i_rst_n == 1'b0) begin
        for (int i = 0; i < STAGES; i++) begin
            a_stages[i] <= 'b0;
        end 
    end else begin
        if (i_clear == 1'b1) begin
            for (int i = 0; i < STAGES; i++) begin
                a_stages[i] <= 'b0;
            end             
        end else begin
            for (int i = 0; i < STAGES; i++) begin
                if (i > 0) begin
                    if (a_stages[i-1] == '1) begin
                        a_stages[i] <= a_stages[i] + 1'b1;
                    end 
                end else begin
                    a_stages[0] <= a_stages[0] + 1'b1;
                end 
            end 
        end
    end 
end 
assign o_timeout = &a_stages[STAGES-1];
endmodule

===== design/flow/config.mk =====
export PLATFORM = sky130hd
export DESIGN_NAME = time_out
export DESIGN_NICKNAME = time_out
export VERILOG_FILES = /design/flow/design.v
export SDC_FILE = /design/flow/constraint.sdc
export NUM_CORES = 4
export LEC_CHECK = 1
export CORE_AREA = 10 10 91 91
export DIE_AREA = 0 0 101 101

===== design/flow/constraint.sdc =====
current_design time_out

set clk_period 2.0
set clk_io_pct 0.2

create_clock -name clk0 -period $clk_period [get_ports {i_clk}]

set non_clock_inputs [all_inputs -no_clocks]
set_input_delay [expr $clk_period * $clk_io_pct] -clock clk0 $non_clock_inputs
set_output_delay [expr $clk_period * $clk_io_pct] -clock clk0 [all_outputs]

==> reports/qor.yml <==
yosys:
  synth_cells: 85
  yosys_area_sq_um: 847
  synth_area_sq_um: 847
  ys_types: 24
  top_cell_area_share_pct: 47.3
  yosys.area.top_type: "dfrtp_1"
  synth_flops: 16
  ys_cells: 85
  yosysWarnings: 2
  yosysSeqAreaShare_pct: 47.3
  topCellsByArea: "dfrtp_1, a21oi_1, nand3_1"
  synth.avg_cell_area_sq_um: 9.97
detailed_routing:
  wl_per_cell_um: 9.40
  route.detailed.drc: 0
  wl_um: 1560
  viasPerCell: 3.80
  num_antenna_cells: 0
  vias: 631
  drt-initial-drc-count: 29
  drtPass1Iterations: 4
  ant_nets: 0
worst_setup_path:
  critPathBufInv: 1
  crit_family: "buffers and inverters"
  worstPathArrival_ns: 1.51
  cp_slowest_cell: "clkdlybuf4s50_1"
  worst_ep_required_time_ns: 1.60
  crit_chain: "ha_2, nand3_1, nor2_1, clkdlybuf4s50_1"
  path_class: "reg2out"
  cp-start-kind: "register"
  crit_start: "a_stages[1][1]"
  cpPeakStageDelay_ns: 0.47
  ff2ff_setup_slack_ns: 0.35
  cp_max_fo: 4
  worstReg2RegStart: "a_stages[0][0]"
  worstSetupEndpointType: "output port"
clock_tree:
  holdBufCountCts: 0
  path_clk_slew_ns: 0.06
  clockRootBuffer: "clkbuf_8"
  cts_tree: "yes"
  clockBufferDepth: 2
  clk_latency_ns: 0.24
  cts.sinks: 16
  h-tree-depth: 1
  cts_buffers: 3
global_route:
  grt_pass1_vias: 618
  grt_antenna_before_repair: 0
  grt.met2_usage_pct: 5.01
  grtUsageMet3_pct: 0.901
  grt_max_degree: 17
  grt_pass1_wl_um: 2800
  gr-total-overflow: 0
  grt_use_met1_pct: 4.40
  grt_busiest_layer: "met2"
  grt_util_all_layers_pct: 3.19
final_timing:
  max-slew-margin-rel_pct: 76.5
  timing.final.crit_share_pct: 95.5
  drv_slew: 0
  min_period_ns: 1.91
  fin_skew_ns: 0.00553
  fin_setup_tns_ns: 0
  hold_viol: 0
  tightest_slew_ns: 0.352
  finalSetupViolCount: 0
  rsz0062_at_grt: "no"
  max_freq_mhz: 523
power:
  power.leakage_nw: 0.365
  total_power_uw: 599
  power.density_mw_per_mm2: 595
  ir_drop_mv: 0.226
placement:
  hpwlAfterDp_um: 1090
  place.gp.congestion: 0.757
  placed_cell_area_sq_um: 962
  port_buffers: 3
final_layout:
  top_register: "a_stages"
  largest_reg_flops: 16
  fin_util_pct: 15.8
  drive_above_1_share_pct: 16.9
  top_regs: "a_stages: 16 flops"
  final_layout_top_logic_cells: "dfrtp_1, nor2_1, nand3_1, a21oi_1, o21ai_0"
  lay_top_count: "dfrtp_1"
  areaGrowthSynthToFinish_pct: 18.8
  finish.instance_area_sq_mm: 0.00101
die:
  chipArea_sq_mm: 0.0102
  fp.dieW_um: 101
  core_sq_mm: 0.00635
  io-pin-count: 4
  rows: 29
  floorplan.core_util_pct: 13.3
  die_y_um: 101
outcome:
  status: "finished clean"
run:
  drv_cap: 0
  tool_warnings: 25
worst_hold_path:
  worstHoldPathType: "reg2reg"
  min_from: "a_stages[0][0]"
[stage by stage]
| stage | hold slack [ns] | instances | setup WS (ns) |
|---|---|---|---|
| after detailed placement | 0.447 | 163 | 0.325 |
| final | 0.461 | 166 | 0.0898 |
| after global routing | 0.520 | 166 | 0.00534 |
| after CTS | 0.463 | 166 | 0.0517 |
| after global placement | 0.437 | 163 | 0.325 |
| after floorplan | 0.104 | 85 | 0.506 |
[routing by layer]
| metal | vias up | routed length (um) |
|---|---|---|
| li1 | 315 | - |
| met3 | 0 | 83 |
| met5 | - | 0 |
| met4 | 0 | 0 |
| met1 | 309 | 775 |
| met2 | 7 | 702 |
[layout make-up]
cell class                 instances  area [sq um]
multi-input combinational         62           412
sequential                        16           400
inverter                           3          11.3
timing repair buffer               5          45.0
tap                               77          96.3
clock buffer                       3          41.3
fill                             693          5340
[report_power, final]
part | switching, mW | internal, mW
sequential | 0.00507 | 0.329
clock | 0.103 | 0.133
combinational | 0.0173 | 0.0118
[cells by family after synthesis]
family | share of synthesized area [%]
compound gates | 10.3
xor+xnor | 3.10
fa+ha+maj | 2.95
buf+inv | 4.43
flops | 47.3
mux | 3.99
simple gates | 27.9
[worst register-to-register path: cells and delay by family (launching register included)]
| kind | cells | cell delay [ns] |
|---|---|---|
| simple gates | 2 | 0.54 |
| flops | 1 | 0.37 |
| mux | 1 | 0.36 |
| fa+ha+maj | 1 | 0.27 |
[cell usage after synthesis]
library cell and count:
nand4_1 3, o31ai_1 3, clkbuf_1 2, nand2_1 2, nand3_1 8, nand3_2 1
inv_1 3, xor2_1 2, buf_6 1, or4_1 3, nor2b_1 3, or3_1 3
o21ai_0 5, xnor2_1 1, a21oi_1 8, and4_1 1, nand4_2 1, and3_2 1
ha_1 2, mux2_2 3, nor4_2 3, dfrtp_1 16, buf_4 1, nor2_1 9
[what timing repair did]
action,CTS,global route
endpoints found under the setup margin,0,1
gates resized,0,1
setup buffers,0,0
[worst paths after layout]
check,end,cells after the start
worst min-delay path,a_stages[0][0],1
min in group asynchronous,a_stages[1][1],2
worst min register to register,a_stages[0][0],1
worst max-delay path,o_timeout,4
max in group asynchronous,a_stages[0][2],2
worst max register to register,a_stages[1][6],4
Power is estimated from default activity; no workload was simulated.
